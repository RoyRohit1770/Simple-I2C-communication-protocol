===== flow/config.mk =====
export PLATFORM = sky130hd
export DESIGN_NAME = i2c_master
export DESIGN_NICKNAME = i2c_master
export VERILOG_FILES = /design/flow/design.v
export SDC_FILE = /design/flow/constraint.sdc
export NUM_CORES = 4
export LEC_CHECK = 1
export CORE_UTILIZATION = 50

===== flow/design.v =====
`timescale 1ns / 1ps
module i2c_master (
    input wire clk,
    input wire rst,
    input wire start,
    input wire [6:0] addr,
    input wire [7:0] data,
    output wire scl,
    inout wire sda,
    output reg done,
    output reg [2:0] debug_state,
    output reg debug_sda_oe,
    output reg debug_sda_out
);
    parameter IDLE = 3'd0, START = 3'd1, SEND_ADDR = 3'd2,
              ADDR_ACK = 3'd3, SEND_DATA = 3'd4,
              DATA_ACK = 3'd5, STOP = 3'd6;
    reg [2:0] state = IDLE;
    reg [3:0] bit_cnt = 0;
    reg [7:0] data_reg;
    reg [6:0] addr_reg;
    reg sda_out = 1;
    reg sda_oe = 1;
    reg [15:0] clk_div = 0;
    reg scl_int = 1;
    assign sda = sda_oe ? sda_out : 1'bz;
    assign scl = scl_int;
    always @(posedge clk or posedge rst) begin
        if (rst) begin
            clk_div <= 0;
            scl_int <= 1;
        end else begin
            if (clk_div == 250) begin
                scl_int <= ~scl_int;
                clk_div <= 0;
            end else begin
                clk_div <= clk_div + 1;
            end
        end
    end
    reg scl_prev;
    always @(posedge clk) begin
        scl_prev <= scl_int;
    end
    wire scl_rising = (scl_int == 1) && (scl_prev == 0);
    wire scl_falling = (scl_int == 0) && (scl_prev == 1);
    always @(posedge clk or posedge rst) begin
        if (rst) begin
            state <= IDLE;
            done <= 0;
            sda_out <= 1;
            sda_oe <= 1;
            bit_cnt <= 0;
            debug_state <= IDLE;
            debug_sda_oe <= 1;
            debug_sda_out <= 1;
        end else if (scl_falling) begin
            case (state)
                IDLE: begin
                    done <= 0;
                    if (start) begin
                        addr_reg <= addr;
                        data_reg <= data;
                        sda_out <= 1;
                        sda_oe <= 1;
                        state <= START;
                    end
                end
                START: begin
                    sda_out <= 0;  
                    bit_cnt <= 6;
                    state <= SEND_ADDR;
                end
                SEND_ADDR: begin
                    sda_out <= addr_reg[bit_cnt];
                    if (bit_cnt == 0)
                        state <= ADDR_ACK;
                    else
                        bit_cnt <= bit_cnt - 1;
                end
                ADDR_ACK: begin
                    sda_oe <= 0;  
                    state <= SEND_DATA;
                    bit_cnt <= 7;
                end
                SEND_DATA: begin
                    sda_oe <= 1;
                    sda_out <= data_reg[bit_cnt];
                    if (bit_cnt == 0)
                        state <= DATA_ACK;
                    else
                        bit_cnt <= bit_cnt - 1;
                end
                DATA_ACK: begin
                    sda_oe <= 0;  
                    state <= STOP;
                end
                STOP: begin
                    sda_oe <= 1;
                    sda_out <= 1;  
                    done <= 1;
                    state <= IDLE;
                end
            endcase
            debug_state <= state;
            debug_sda_oe <= sda_oe;
            debug_sda_out <= sda_out;
        end
    end
endmodule

===== flow/run.sh =====
#!/bin/bash
# OpenROAD 26Q1-2900-gdf79404cd8, Yosys 0.63+post, stock flow scripts
make -C /OpenROAD-flow-scripts/flow DESIGN_CONFIG=/design/flow/config.mk WORK_HOME=/design/flow/orfs finish

===== flow/constraint.sdc =====
current_design i2c_master

set clk_period 4.0
set clk_io_pct 0.2

create_clock -name clk0 -period $clk_period [get_ports {clk}]

set non_clock_inputs [all_inputs -no_clocks]
set_input_delay [expr $clk_period * $clk_io_pct] -clock clk0 $non_clock_inputs
set_output_delay [expr $clk_period * $clk_io_pct] -clock clk0 [all_outputs]

==> results.txt <==
run metrics: cts hold-fix bufs 0, RePlAce Congestion 0.904, I/O pin cnt 26, status stopped before the end, Post-Syn Area 2220 um2, ys async rst share between 60% and 70%, Synth area leader dfrtp_1, dpl ws 1.80 ns, dpl cells 262, post-CTS sizing 0, clk buf depth 2, Die W 68.7 um, H-tree levels 2, Chip Height 68.7 um, Rows 23, YS chip area roughly 2200 um2, cell count listed in synth_stat.txt 196, clk sinks 48, Halt Stage clock tree synthesis (4_1_cts), first error [error] [KeplerFormal.cpp:679] Workflow failed: Iso has multiple drivers: .sda0, sda$_DFFE_PP1P_.Q0, Post-CTS Setup Bufs 0, number of CTS-inserted buffers 5, Main synth FF type dfrtp_1, number of buffers added on ports 24, hpwl dp 2.65 mm, top cells by area dfrtp_1, edfxtp_1, dfstp_2, sequential area share after synthesis between 50% and 60%, Clock Root Buffer clkbuf_8, Synth warnings 2, Max-area cell share ~30%, Gate Count Post-Synth roughly 200, Post-DP Area 2510 um2, Init Core Util between 50% and 60%, number of synthesized flops with an enable pin 15, Avg Cell Area, Syn around 11 um2, Post-synth regs around 48, Synth cell types between 40 and 50
[through the flow]
step	power, mW	util, %	hold WS, ns
after detailed placement	0.544	60.5	0.440
after floorplan	0.524	-	0.421
after global placement	0.544	60.5	0.438
[Yosys cell counts, types with 2 or more instances]
cell type	n
dfrtp_1	27
nand2_1	23
edfxtp_1	15
nor2_1	15
inv_1	8
o21ai_0	8
xnor2_1	8
a21oi_1	7
clkbuf_1	7
xor2_1	7
nand4_1	6
dfstp_2	5
nand3_1	5
nor2b_1	4
and3_1	3
and4_1	3
buf_2	3
ha_1	3
mux4_1	3
nor4_1	3
a21o_1	2
a22o_1	2
a31oi_1	2
and2_1	2
mux2_2	2
mux2i_1	2
nor3_1	2
nor3b_1	2
o22ai_1	2
[cells by family after synthesis]
logic type / after synthesis / share of synthesized area, %
xor gates and xnor gates: 15 / 5.91
adders and majority gates: 3 / 1.69
and+or+nand+nor: 74 / 17.4
AOI/OAI and AO/OA: 31 / 8.89
buffers and inverters: 18 / 3.21
muxes: 7 / 5.46
DFF: 48 / 57.4
Power and IR drop assume default switching activity.
